### flow/design.v
module bcd_counter(clk,reset,ci,co,q);
	parameter N=8'b0101_1001;
	input clk,reset,ci;
	output co;
	output[7:0] q;
	reg[7:0] q=0;
	assign co=ci&&(q==N);
	always @(posedge clk) begin
		if(reset)
			q=0; 
		else begin
			if(ci) begin
				if(q==N) begin
					q=0; 
				end
				else if(q[3:0]==9) begin
					q[3:0]=0;
					q[7:4]=q[7:4]+1; 
				end
				else begin
					q[3:0]=q[3:0]+1;
				end
			end
		end
	end
endmodule
module counter(clk,ci,clr,co,q);
	parameter N=10,CounterBits=4;
	input clk,ci,clr;
	output co;
	output reg[CounterBits-1:0] q=0;
	assign co=ci&&(q==N-1); 
	always @(posedge clk) begin
		if(clr) begin
			q=0; 
		end
		else begin
			if(ci) begin
				if(q==N-1) begin
					q=0;
				end
				else begin
					q=q+1;
				end
			end
			else begin
				q=q;
			end
		end
	end
endmodule
module stopwatch_counter(clk,clr,count,stop,ci,co,q_ms,q_ss,q_mm);
	input clk,clr,ci,count,stop;
	output co;
	output[3:0] q_ms; 
	output[7:0] q_mm,q_ss; 
	wire ms_co,ss_co,en; 
	assign en=ci&&count&&(!stop); 
	counter #(.N(10),.CounterBits(4)) ms_counter(.clk(clk),.clr(clr),.q(q_ms),.ci(en),.co(ms_co)); 
	bcd_counter #(.N(8'b0101_1001)) ss_counter(.clk(clk),.reset(clr),.q(q_ss),.ci(ms_co),.co(ss_co)); 
	bcd_counter #(.N(8'b0101_1001)) mm_counter(.clk(clk),.reset(clr),.q(q_mm),.ci(ss_co),.co(co)); 
endmodule
### flow/constraint.sdc
current_design stopwatch_counter

set clk_period 2.9
set clk_io_pct 0.2

create_clock -name clk0 -period $clk_period [get_ports {clk}]

set non_clock_inputs [all_inputs -no_clocks]
set_input_delay [expr $clk_period * $clk_io_pct] -clock clk0 $non_clock_inputs
set_output_delay [expr $clk_period * $clk_io_pct] -clock clk0 [all_outputs]
### flow/run.sh
#!/bin/bash
# OpenROAD 26Q1-2900-gdf79404cd8, Yosys 0.63+post, stock flow scripts
make -C /OpenROAD-flow-scripts/flow DESIGN_CONFIG=/design/flow/config.mk WORK_HOME=/design/flow/orfs finish
### flow/config.mk
export PLATFORM = sky130hd
export DESIGN_NAME = stopwatch_counter
export DESIGN_NICKNAME = stopwatch_counter
export VERILOG_FILES = /design/flow/design.v
export SDC_FILE = /design/flow/constraint.sdc
export NUM_CORES = 4
export LEC_CHECK = 1
export CORE_AREA = 10 10 102 102
export DIE_AREA = 0 0 112 112
==> metrics.csv <==
stage,metric,value,unit
clock_tree,clkTransAtPathRegs,0.08,ns
route,wl_per_cell,10.8,um
power,cellLeakagePower,0.504,nW
place,place_inst,252,
logic_synthesis,syn-cell-area,0.00108,mm2
timing,rsz0062_at_grt,no,
status,status,finished clean,
layout,final_cell_count_no_fill,255,
worst_hold_path,hold_path.class,flop to flop,
timing,setup_violations,0,
route,drt_iter0_drc,41,
grt,grt_usage,4.35,%
worst_hold_path,min-delay-start,mm_counter.q[7]$_SDFFE_PP0P_,
place,place_congestion,0.780,
grt,grt_max_degree,22,
logic_synthesis,yosys_cells,124,
logic_synthesis,yosysChipArea,0.00108,mm2
logic_synthesis,synth_top_area_share,37.0,%
flow_run,max_cap_viol_count,0,
setup_path,slowest_delay,0.49,ns
logic_synthesis,yosys-top-cells-area,"dfxtp_1 (37%), ha_1 (9.3%), a21oi_1 (6.0%)",
clock_tree,clock_latency,0.26,ns
power,ir_drop,0.000148,V
setup_path,r2r_cells,5,
power,fin_total_pwr,0.000478,W
logic_synthesis,netlist_instances,124,
timing,slew_violations,0,
route,finalWirelength,2740,um
setup_path,r2r_start,ss_counter.q[0]$_SDFFE_PP0P_,
clock_tree,holdBufCountCts,0,
die,dieArea,0.0125,mm2
logic_synthesis,synthArstFlopShare,0,%
layout,layout-drive-gt1-share,7.33,%
logic_synthesis,syn_avg_cell_area,8.72,um2
die,fp.dieH,112,um
setup_path,r2r_end,mm_counter.q[7]$_SDFFE_PP0P_,
timing,max_freq,365,MHz
route,num_vias,968,
grt,grt_pass1_wl,4670,um
die,die_x,112,um
logic_synthesis,synth_flops,20,
route,avgViaCountPerCell,3.80,
timing,worstMarginPinSlew,0.306,ns
timing,fin_crit_sh,94.5,%
clock_tree,htreeDepth,1,
logic_synthesis,ys_seq_share,37.0,%
logic_synthesis,yosys_warnings,2,
logic_synthesis,ff_type,dfxtp_1,
logic_synthesis,edf_count,0,
setup_path,path_cells,"clkdlybuf4s50_1, and4b_1, and3_1, and3_1, clkdlybuf4s50_1",
clock_tree,post_cts_buffers,0,
grt,antenna_found_initial,0,
clock_tree,cts.path.max_buffers,2,
logic_synthesis,ys_types,34,
clock_tree,cts_buffers,3,
route,final_antenna_net_count,0,
setup_path,critPathTopFamily,buffers and inverters,
clock_tree,clock_sinks,20,
setup_path,required,2.32,ns
clock_tree,cts_resized,0,
die,coreArea,0.00822,mm2
layout,syn2layout_area_growth,39.1,%
die,num_io_pins,26,
clock_tree,cts_tree,built,
worst_hold_path,hold_end,mm_counter.q[7]$_SDFFE_PP0P_,
place,portBuffers,25,
timing,period_minus_slack,2.74,ns
flow_run,warnings,29,
setup_path,path_buffers,2,
route,diodes,0,
setup_path,critPathCaptureType,output pin,
grt,grt_pass1_vias,955,
die,row_count,33,
die,initial_utilization,13.2,%
timing,maxSlewHeadroom,79.6,%
timing,fin_skew,0.00346,ns
setup_path,reg2reg_slack,1.00,ns
setup_path,cpMaxStageDelayCell,clkdlybuf4s50_1,
route,route.detailed.drc,0,
worst_hold_path,min_path_cells,2,
clock_tree,root_buffer,clkbuf_8,
timing,tns,0,ns
setup_path,worstPathMaxFanout,3,
setup_path,startpoint_type,primary input,
place,dp_hpwl,2080,um
setup_path,path_class,primary input to output pin,
grt,gr-total-overflow,0,
timing,timing_hold_violations_final,0,
power,power_density,318,mW/mm2
setup_path,worstPathArrival,2.16,ns
logic_synthesis,synth_area_leader_cell,dfxtp_1,
route,dr.pass1.iters,4,
==> how the worst max path moves through the flow <==
| stage | start | to | slack [ns] | cells past startpoint |
|---|---|---|---|---|
| 4_1_cts | count | co | 0.14 | 5 |
| 5_1_grt | count | co | 0.08 | 5 |
| 6_report | count | co | 0.16 | 5 |
==> layout make-up <==
class                      count  area (um2)
fill                         911        6710
timing repair buffer          28         273
inverter                       4        15.0
tap                          105         131
multi-input combinational     95         643
sequential                    20         400
clock buffer                   3        41.3
==> tightest hold or removal path, stage by stage, from the launching register on <==
cell and delay (ns):
dfxtp_1 0.33, o31ai_1 0.07, a21oi_1 0.06
==> sequential cells by signal (all words and copies together), names as in the netlist <==
| register | count |
|---|---|
| mm_counter.q | 8 |
| ss_counter.q | 8 |
| ms_counter.q | 4 |
==> cells in the final DEF, fill, tap and decap left out, types with 5 or more instances in the layout <==
cell,instances
o21ai_0,8
dfxtp_1,20
a21oi_1,13
clkdlybuf4s50_1,25
ha_1,8
nor2_1,12
nor3_1,5
nand2_1,6
==> cell families (layout without fill, tap and decap cells) <==
logic type	count (synthesis)	in the layout	synth area share [%]
AND-OR/OR-AND	27	27	14.4
flip-flops	20	20	37.0
AND/OR/NAND/NOR	54	54	30.8
buffers and inverters	9	35	3.47
multiplexers	2	2	1.85
XOR/XNOR	4	4	3.24
adder cells (fa/ha/maj)	8	8	9.26
==> power breakdown <==
part	internal, W	switching, W	leakage (nW)	total (W)
sequential	0.000275	0.00000137	0.161	0.000277
combinational	0.00000962	0.00000795	0.321	0.0000176
clock	0.0000925	0.0000911	0.0216	0.000184
==> metrics by stage <==
step / area (um2) / hold WS (ns) / setup WS [ns] / util (%)
after floorplan: 1080 / 0.443 / 1.07 / -
after global routing: 1500 / 0.527 / 0.0785 / 18.3
after CTS: 1500 / 0.508 / 0.142 / 18.3
final: 1500 / 0.504 / 0.160 / 18.3
after global placement: 1460 / 0.481 / 0.144 / 17.8
after detailed placement: 1460 / 0.491 / 0.142 / 17.8
==> cell usage after synthesis (2+ instances only) <==
cell type and count:
and3b_1 4, nor2b_1 2, nor2_1 12, or4_1 3, mux2i_1 2, clkbuf_1 2
nor4_1 2, nand3_1 3, nor3_1 5, dfxtp_1 20, or3_1 2, o21ai_0 8
xor2_1 4, ha_1 8, and3_1 2, nand2_1 6, a21oi_1 13, nand4b_1 2
buf_2 3, and2_1 2, o31ai_1 2, a31o_2 2, inv_1 4
==> metal layers <==
metal	track usage (%)	wire, um	vias up
li1	-	-	502
met1	6.19	1430	439
met2	6.22	1080	27
met3	1.85	232	0
met4	0.338	0	0
met5	0	0	-
No activity file was given, so power comes from the tool's default toggle rates.
