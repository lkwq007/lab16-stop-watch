==> ./design.v <==
module avoid_trembling(clk,reset,in,out,timer_clr,timer_done);
	parameter HIGH=0,WAIT_LOW=1,LOW=2,WAIT_HIGH=3;
	input clk,reset,in,timer_done;
	output out,timer_clr;
	reg[1:0] state=HIGH;
	assign out=state==HIGH?0:1; 
	assign timer_clr=(state==HIGH||state==LOW); 
	always @(posedge clk) begin
		if(reset) begin
			state=HIGH;
		end
		case(state)
			HIGH: begin
				if(in==0) begin
					state=WAIT_LOW; 
				end
			end
			WAIT_LOW: begin
				if(timer_done) begin
					state=LOW; 
				end
			end
			LOW: begin
				if(in) begin
					state=WAIT_HIGH; 
				end
			end
			WAIT_HIGH: begin
				if(timer_done) begin
					state=HIGH; 
				end
			end
		endcase
	end
endmodule
module button_press_unit(clk,timer_en,reset,button_in,button_out);
	input clk,button_in,timer_en,reset;
	output button_out;
	wire syn_out,avoid_out,timer_done,timer_clr;
	synchronizer syn(.clk(clk),.asynch_in(button_in),.reset(1'b0),.synch_out(syn_out)); 
	timer #(.N(12),.CounterBits(4)) timer(.clk(clk),.ci(timer_en),.co(timer_done),.clr(timer_clr)); 
	avoid_trembling avoid(.clk(clk),.reset(reset),.in(syn_out),.out(avoid_out),.timer_done(timer_done),.timer_clr(timer_clr)); 
	pulse_width_convertor pw_convertor(.clk(clk),.in(avoid_out),.out(button_out)); 
endmodule
module dffr(clk,d,r,q);
	parameter N=1;
	input clk,r;
	input[N-1:0] d;
	output[N-1:0] q;
	reg[N-1:0] q;
	always @(posedge clk) begin
		if(r) begin
			q=0; 
		end
		else begin
			q=d; 
		end
	end
endmodule
module pulse_width_convertor(clk,in,out);
	input clk,in;
	output out;
	wire q;
	dffr #(.N(1)) ff(.clk(clk),.d(in),.r(1'b0),.q(q));
	assign out=in&(~q);
endmodule
module synchronizer(asynch_in,clk,reset,synch_out);
	input asynch_in,clk,reset; 
	output synch_out; 
	wire q;
	dffr #(.N(1)) ff_1(.d(asynch_in),.clk(clk),.r(reset),.q(q));
	dffr #(.N(1)) ff_2(.d(q),.clk(clk),.r(reset),.q(synch_out));
endmodule
module timer(clk,clr,ci,co);
	parameter N=12,CounterBits=4;
	input clk,clr,ci;
	output co;
	reg[CounterBits-1:0] temp=0;
	assign co=ci&&(temp==N-1);
	always @(posedge clk) begin
		if(clr) begin
			temp=0;
		end
		else begin
			if(ci) begin
				temp=temp+1;
			end
			else begin
				temp=temp;
			end
		end
	end
endmodule
==> ./run.sh <==
#!/bin/bash
# OpenROAD 26Q1-2900-gdf79404cd8, Yosys 0.63+post, stock flow scripts
make -C /OpenROAD-flow-scripts/flow DESIGN_CONFIG=/design/flow/config.mk WORK_HOME=/design/flow/orfs finish
==> ./config.mk <==
export PLATFORM = sky130hd
export DESIGN_NAME = button_press_unit
export DESIGN_NICKNAME = button_press_unit
export VERILOG_FILES = /design/flow/design.v
export SDC_FILE = /design/flow/constraint.sdc
export NUM_CORES = 4
export LEC_CHECK = 1
export CORE_AREA = 10 10 70 70
export DIE_AREA = 0 0 80 80
==> ./constraint.sdc <==
current_design button_press_unit

set clk_period 1.5
set clk_io_pct 0.2

create_clock -name clk0 -period $clk_period [get_ports {clk}]

set non_clock_inputs [all_inputs -no_clocks]
set_input_delay [expr $clk_period * $clk_io_pct] -clock clk0 $non_clock_inputs
set_output_delay [expr $clk_period * $clk_io_pct] -clock clk0 [all_outputs]
==> reports/qor.yml <==
status: "finished clean"
numPortBuffers: 4
syn_inst: 32
ys_warn_count: 3
end_kind: "primary output"
num_vias: 249
synth_flops: 9
worst-path-buf-inv: 1
cp_data_required_time_ns: 1.20
area.growth.synth_to_final_pct: 45.0
clk_latency_ns: 0.26
antenna_found_initial: 0
ys_area_sq_um: 339
arrival_ns: 1.01
overflow: 0
initCoreUtil: 0.0993
setup_viol: 0
timing_worst_setup_path_type: "reg2out"
warnings: 25
clockPowerShare: 0.342
clock.fmax_mhz: 762
yosysTopAreaCell: "dfxtp_1"
internal_power_w: 0.000404
netSwitchingPower_w: 0.000122
dieArea_sq_mm: 0.00640
ff2ff_path_depth: 4
combPwrFrac: 0.128
hold-path-cell-count: 0
grt_usage: 0.0228
grt_pass1_wl_um: 1170
htreeDepth: 1
p_total_w: 0.000526
cp_slowest_cell: "dfxtp_4"
syn_area_per_cell_sq_um: 10.6
top_cell_area_share: 0.531
timing_hold_violations_final: 0
path_delay_family: "flip-flops"
cts_made_buffers: 3
report.final.slew_viol_count: 0
p_per_area_mw_per_mm2: 1070
worstPathMaxFanout: 3
drive_above_1_share: 0.256
final_layout_top_logic_cell: "dfxtp_1"
ys_cells: 32
die_y_um: 80
row_count: 21
routed_wirelength_um: 593
fin_crit_ns: 1.31
antenna_cells: 0
cts_root_buf: "clkbuf_4"
rsz0062_at_grt: "no"
hold_buffers: 0
dp_hpwl_um: 442
power_leakage_nw: 0.187
route.detailed.drc: 0
maxCapViolations: 0
vdd_drop_max_mv: 0.459
p_seq_frac: 0.530
syn_area_sq_um: 339
slew_headroom: 0.846
wl_per_cell_um: 6.66
seq_area_frac_synth: 0.531
cp_cell_sequence: "nor2_2, nor2_1, dlygate4sd2_1"
period_used_share: 0.875
max_stage_delay_ns: 0.34
path_depth: 3
drtIter0Drc: 10
fin_tns_setup_ns: 0
area_leaders: "dfxtp_1 53%, and2_1 5.5%, xnor2_1 5.2%, nor2_1 4.4%, ha_1 3.7%"
whs_ns: 0.325
switching_share: 0.233
place_congestion: 0.731
first_pass_iters: 4
cts_tree: "yes"
vias_per_cell: 2.80
final_core_util: 0.144
grt_pass1_vias: 289
design.portCount: 5
grt_max_degree: 7
core_region_area_sq_mm: 0.00342
drtAntennaViolNets: 0
start_kind: "flop"
die_x_um: 80
skew_ns: 0.00446
cts.sinks: 9
ctsLongestPathBuffers: 2
tightest_slew_ns: 0.229
clk_pin_slew_ns: 0.05
synth.distinct_cells: 17
min_path_type: "reg2reg"
## path summary, 6_finish.rpt
kind / slack [ns] / from / end
max reg2reg: 0.28 / timer.temp[0] / avoid.state[1]
min reg2reg: 0.33 / syn.ff_1.q / syn.ff_2.q
min: 0.33 / syn.ff_1.q / syn.ff_2.q
max: 0.19 / avoid.state[0] / button_out
## routing by layer
metal / track usage / wire, um
met1: 0.0301 / 344
met2: 0.0297 / 177
met3: 0.0159 / 71
met4: 0.00352 / 0
met5: 0 / 0
## power groups by stage
stage	Clock (W)	Combinational, W	Sequential, W
6_report	0.000180	0.0000673	0.000279
5_1_grt	0.000209	0.0000790	0.000283
4_1_cts	0.000194	0.0000675	0.000279
## sequential cells by signal, indices dropped and copies added (netlist names)
name and flops:
syn.ff_1.q 1, syn.ff_2.q 1, timer.temp 4, pw_convertor.ff.q 1
avoid.state 2
## stage by stage
| stage | cells | setup slack (ns) | cell area [sq um] |
|---|---|---|---|
| floorplan | 32 | 0.339 | 339 |
| global placement | 84 | 0.0138 | 452 |
| detailed placement | 84 | 0.0323 | 452 |
| CTS | 89 | 0.162 | 492 |
| global route | 89 | 0.107 | 492 |
| finish | 89 | 0.188 | 492 |
## cell usage after synthesis
library cell,number
mux2_1,1
nor2_1,4
and2_1,3
mux2i_1,1
xnor2_1,2
inv_1,1
nor3_2,1
nand2_1,1
xor2_1,1
nand4_1,1
a211oi_1,1
nand2_2,1
a22o_1,1
nor2b_1,2
dfxtp_1,9
ha_1,1
nor4_1,1
## layout make-up
cell class | count | area (sq um)
Clock buffer | 4 | 26.3
Multi-Input combinational cell | 22 | 158
Tap cell | 46 | 57.6
Timing Repair Buffer | 7 | 61.3
Fill cell | 395 | 2920
Inverter | 1 | 3.75
Sequential cell | 9 | 185
## what timing repair did
item | in CTS | in global routing
resized | 5 | 0
endpoints found under the setup margin | 1 | 0
buffers inserted | 1 | 0
## cell families (layout without fill, tap and decap cells)
family / count (synthesis) / after routing / synth area share
fa+ha+maj: 1 / 1 / 0.0369
flops: 9 / 9 / 0.531
xor+xnor: 3 / 3 / 0.0775
mux: 2 / 2 / 0.0627
simple gates: 14 / 14 / 0.232
compound gates: 2 / 2 / 0.0480
buf+inv: 1 / 12 / 0.0111
Power is estimated from default activity; no workload was simulated.
