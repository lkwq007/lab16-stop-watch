$ cat ./config.mk
export PLATFORM = sky130hd
export DESIGN_NAME = dynamic_seg_display_5
export DESIGN_NICKNAME = dynamic_seg_display_5
export VERILOG_FILES = /design/flow/design.v
export SDC_FILE = /design/flow/constraint.sdc
export NUM_CORES = 4
export LEC_CHECK = 1
export CORE_AREA = 10 10 70 70
export DIE_AREA = 0 0 80 80
$ cat ./constraint.sdc
current_design dynamic_seg_display_5

set clk_period 2.5
set clk_io_pct 0.2

create_clock -name clk0 -period $clk_period [get_ports {clk}]

set non_clock_inputs [all_inputs -no_clocks]
set_input_delay [expr $clk_period * $clk_io_pct] -clock clk0 $non_clock_inputs
set_output_delay [expr $clk_period * $clk_io_pct] -clock clk0 [all_outputs]
$ cat ./design.v
module decoder_3_to_5(data,position);
	input[2:0] data;
	output[4:0] position;
	reg[4:0] temp=0;
	assign position=temp;
	always @(data) begin
		case (data)
			0:temp<=5'b00001;
			1:temp<=5'b00010;
			2:temp<=5'b00100;
			3:temp<=5'b01000;
			4:temp<=5'b10000;
			default: temp<=5'b00000;
		endcase
	end
endmodule
module div_q(clk,ci,co,q);
	parameter N=10,CounterBits=4;
	input clk,ci;
	output co;
	output reg[CounterBits-1:0] q=0;
	assign co=ci&&(q==N-1);
	always @(posedge clk) begin
		if(ci) begin
			if(q==N-1) begin
				q=0;
			end
			else begin
				q=q+1;
			end
		end
		else begin
			q=q;
		end
	end
endmodule
module dynamic_seg_display_5(clk,scan,minute,second,m_second,a,b,c,d,e,f,g,dp,position);
	input clk,scan;
	input[3:0] m_second;
	input[7:0] minute,second;
	output a,b,c,d,e,f,g,dp;
	output[4:0] position;
	wire[2:0] counter_data;
	wire[3:0] display_data;
	div_q #(.N(5),.CounterBits(3)) counter(.clk(clk),.ci(scan),.co(),.q(counter_data)); 
	assign dp=counter_data==1?0:1; 
	mux_5_to_1 #(.N(4)) mux(.sel(counter_data),
							.in_0(m_second),.in_1(second[3:0]),.in_2(second[7:4]),
							.in_3(minute[3:0]),.in_4(minute[7:4]),.out(display_data)); 
	seg_decoder segment_display(.data(display_data),.a(a),.b(b),.c(c),.d(d),.e(e),.f(f),.g(g)); 
	decoder_3_to_5 decoder(.data(counter_data),.position(position)); 
endmodule
module mux_5_to_1(sel,in_0,in_1,in_2,in_3,in_4,out);
	parameter N=4;
	input[N-1:0] in_0,in_1,in_2,in_3,in_4;
	input[2:0] sel;
	output[N-1:0] out;
	reg[N-1:0] temp;
	assign out=temp;
	always@(*) begin
		case (sel)
			0:temp=in_0;
			1:temp=in_1;
			2:temp=in_2;
			3:temp=in_3;
			4:temp=in_4;
			default: temp=0;
		endcase
	end
endmodule
module seg_decoder(data,a,b,c,d,e,f,g);
	input[3:0] data;
	output a,b,c,d,e,f,g;
	reg[6:0] temp=0;
	assign {a,b,c,d,e,f,g}=temp;
	always @(*) begin
		case (data)
			0:temp=7'b000_000_1;
			1:temp=7'b100_111_1;
			2:temp=7'b001_001_0;
			3:temp=7'b000_011_0;
			4:temp=7'b100_110_0;
			5:temp=7'b010_010_0;
			6:temp=7'b010_000_0;
			7:temp=7'b000_111_1;
			8:temp=7'b000_000_0;
			9:temp=7'b000_010_0;
			default:temp=7'b000_000_0;
		endcase
	end
endmodule
$ cat ./run.sh
#!/bin/bash
# OpenROAD 26Q1-2900-gdf79404cd8, Yosys 0.63+post, stock flow scripts
make -C /OpenROAD-flow-scripts/flow DESIGN_CONFIG=/design/flow/config.mk WORK_HOME=/design/flow/orfs finish
==> flow_results.org <==
* Flow results

** Critical path
- STA lists the maximum fanout along the critical path as 3.
- Critical Path Source :: counter.q[1]
- Startpoint Class :: register
- STA classifies the critical path endpoint as a primary output.
- For the worst setup path, the data arrival time is 2.60 ns.
- Kind of critical path :: register to primary output
- The OpenROAD report gives the critical path a required time of 2.00 ns.
- The launch point of the worst register-to-register path is recorded as counter.q[0].

** Pwr
- The power report puts the net switching power at 0.289 mW.
- Per the breakdown, switching nets consume 35.0% of all power.
- Looking at the VDD voltage map, the peak drop is 0.395 mV.
- The share of total power dissipated in the clock network is 10.3%.
- Summed over all cells, the static leakage comes to 0.639 nW.
- In this run, flip-flops and latches consume 9.5% of the power.
- Post-layout total power :: 0.826 mW
- In the power breakdown, the internal column shows 0.537 mW.
- Comb power frac :: 80.2%
- Power density over cell area :: 550 nW/um^2

** Synthesis
- The number of different library cells used by synthesis comes to 29.
- Yosys reports a chip area of 569 um^2.
- Per the synthesis report, the adder-cell share of the synthesized area is 22.0%.
- For reference, XOR and XNOR gates occupy 0% of the area reported after synthesis.
- And-or/or-and share of the synthesized area :: 21.3%
- Number of cell instances after yosys synthesis :: 67
- Number of instances in the synthesized netlist :: 67
- Among the non-sequential cells, simple AND/OR/NAND/NOR gates take the most area.
- Top-count cell post-synth :: sky130_fd_sc_hd__ha_1
- Share of the yosys chip area belonging to registers :: 15.8%
- Yosys reported that registers with async set or reset make up 0%.
- Summed over all instances, the cell type with the most area after synthesis is sky130_fd_sc_hd__ha_1.
- Post-synthesis register bit count :: 3
- Synth top area share :: 22.0%
- Main area contributors :: sky130_fd_sc_hd__ha_1, sky130_fd_sc_hd__edfxtp_1, sky130_fd_sc_hd__mux2i_1
- The synthesized netlist occupies a cell area of 569 um^2.
- Post-synth top flop :: sky130_fd_sc_hd__edfxtp_1
- AND/OR/NAND/NOR Cells, Area Fraction :: 24.0%
- Post-synth mux share :: 9.01%
- The post-synth count of flops with an enable pin is 3.
- Synth Warn # :: 4
- Mean Syn Cell Area :: 8.50 um^2
- The commonest cells after synthesis are sky130_fd_sc_hd__ha_1, sky130_fd_sc_hd__inv_1, sky130_fd_sc_hd__nor2_1, sky130_fd_sc_hd__nand2_1, sky130_fd_sc_hd__mux2i_1.

** Global route
- The global route stage reports its total congestion overflow as 0.
- Entering global routing, the biggest net connects 9 pins.
- Vias in the first global route :: 870
- The number of antenna violations at the first check in global routing came to 0.
- Tot GR Track Use :: 7.19%
- Global-route wire length before repair :: 3910 um

** Floorplan
- I/O pin count :: 35
- Area of the core :: 3420 um^2
- Die width :: 80 um
- Before placement the cells fill 16.7% of the core.
- The die is 80 um tall.
- Number of placement rows :: 21
- Chip area :: 6400 um^2

** CTS
- Clock tree sinks :: 3
- CTS built an H-tree with a depth of 1.
- Clock root buffer master :: sky130_fd_sc_hd__clkbuf_4
- The number of clock buffers added by TritonCTS is 3.
- Per the post-CTS timing run, clock transition at the registers of the reported paths is 0.04 ns.
- TritonCTS built the clock tree.
- For the worst-skew pair, the clock arrives at the later sink with an insertion delay of 0.23 ns.
- CTS reports a maximum clock tree buffer depth of 2.

** Final timing
- Hold timing on the final database bottoms out at a slack of 0.838 ns.
- Pins Over Slew Limit :: 0
- Period utilization :: 124%
- Highest clock rate :: 0.323 GHz
- The final timing report lists clock skew as 0.000820 ns.
- Setup violations remaining at the end of the flow were counted as 8.
- At the pin with the least slew margin, the transition time is 0.350 ns.
- In the final report, the number of hold violations comes to 0.
- Setup repair after global routing could not meet its margin everywhere.
- Setup slack on the critical path of the routed design comes to -0.598 ns.
- Final min period :: 3.10 ns
- Worst-case headroom to the max-slew limit :: 76.7%

** Finish
- Area of all sequential standard cells :: 90.1 um^2
- Multi-input gate area in the final layout :: 623 um^2
- Finished Layout Cells :: 193
- Compared with the post-synthesis result, the final layout area differs by 164%.
- Cells fill 44.0% of the core in the end.
- Fill cells in the final layout number 318.
- Max reg flops :: 3
- Of the cells placed in the final design, the portion with a size suffix greater than 1 is 59.9%.

** Outcome
- Outcome :: complete, but fails checks
- The checks that failed: negative setup slack.

** Min path
- STA lists the startpoint of the worst hold path as counter.q[2].
- Class of the tightest hold or removal check :: register to register

** Drt
- The routed layout has 798 vias.
- The DRC violation total left in the routed layout is recorded as 0.
- Per the detail_route report, routed wire per instance is 12.4 um.
- The first detailed-routing pass ran for 4 iterations.
- Dividing the detail-routed via count by the number of cells gives 4.13.
- Number of violations reported at the end of detailed-routing iteration 0 :: 15
- Overall routed net length :: 2400 um
- The number of antenna diodes in the final layout is 0.
- Routed Antenna Nets :: 0

** Placement
- Detailed placement ended at an HPWL of 1750 um.
- Placed cell count :: 167
- RD Place Congestion :: 0.771
- Count of buffers inserted at the top-level ports :: 34

** Job
- Log Warnings :: 34
- Per the run summary, max-cap violations total 0.
-- cells by family after synthesis --
group           count (synthesis)
mux                             5
simple gates                   25
fa+ha+maj                      10
buf+inv                        10
flops                           3
compound gates                 14
-- what timing repair did --
item / in CTS / in global routing
pin swaps: 19 / 8
gates resized: 56 / 12
setup buffers: 21 / 3
hold buffers: 0 / 0
endpoints found under the hold margin: 0 / 0
endpoints found under the setup margin: 8 / 9
-- layer usage --
| metal | up-vias | track usage [%] | wire, um |
|---|---|---|---|
| li1 | 402 | - | - |
| met1 | 372 | 9.23 | 1090 |
| met2 | 20 | 12.2 | 1180 |
| met3 | 4 | 1.82 | 116 |
| met4 | 0 | 0.704 | 13 |
| met5 | - | 0 | 0 |
-- metrics by stage --
step	cell area [um^2]	setup slack (ns)	TNS, ns
final	1500	-0.598	-3.26
after CTS	1450	-0.604	-3.16
after detailed placement	1140	-0.742	-4.21
after global placement	1140	-0.734	-4.14
after floorplan	593	0.00506	0
after global routing	1500	-0.726	-4.35
-- area by class of cell --
type	count	area share (%)
Inverter	7	2.08
Clock buffer	4	1.75
Tap cell	46	3.83
Multi-Input combinational cell	54	41.5
Sequential cell	3	6.00
Timing Repair Buffer	79	44.9
-- layout by cell type, fill, tap and decap left out, drive strengths merged --
cell / count
a211oi: 2
a21oi: 2
a221oi: 1
a222oi: 2
a22oi: 1
and2: 2
and2b: 1
and3b: 1
buf: 51
clkbuf: 4
clkdlybuf4s15: 1
clkdlybuf4s50: 27
edfxtp: 3
ha: 10
inv: 7
mux2: 1
mux2i: 4
nand2: 6
nand3b: 2
nor2: 7
nor2b: 2
nor3: 1
o2111a: 1
o21a: 1
o21ai: 3
o2bb2ai: 1
or2: 1
or3: 1
or4b: 1
-- worst paths after layout --
check | endpoint | slack, ns | cells past startpoint
worst max register to register | counter.q[1] | 1.11 | 5
worst min register to register | counter.q[2] | 0.84 | 3
worst max-delay path | d | -0.60 | 11
worst min-delay path | counter.q[2] | 0.84 | 3
-- worst max-delay path, stage by stage (launching register included) --
cell	delay (ns)
sky130_fd_sc_hd__edfxtp_1	0.43
sky130_fd_sc_hd__buf_6	0.15
sky130_fd_sc_hd__ha_4	0.16
sky130_fd_sc_hd__ha_4	0.15
sky130_fd_sc_hd__a222oi_1	0.38
sky130_fd_sc_hd__a21oi_2	0.13
sky130_fd_sc_hd__buf_4	0.16
sky130_fd_sc_hd__inv_4	0.05
sky130_fd_sc_hd__ha_4	0.19
sky130_fd_sc_hd__or3_4	0.36
sky130_fd_sc_hd__a21oi_2	0.11
sky130_fd_sc_hd__buf_2	0.10
-- power by group through the flow --
stage                 Combinational [mW]  Clock [mW]  Sequential (mW)
after CTS                          0.610      0.0902           0.0779
after global routing               0.730      0.0956           0.0800
final                              0.663      0.0847           0.0785
Power figures rest on the tool's default switching activity, not on a simulated workload.
